## flow/run.sh

```bash
#!/bin/bash
# OpenROAD 26Q1-2900-gdf79404cd8, Yosys 0.63+post, stock flow scripts
make -C /OpenROAD-flow-scripts/flow DESIGN_CONFIG=/design/flow/config.mk WORK_HOME=/design/flow/orfs finish
```

## flow/config.mk

```make
export PLATFORM = sky130hd
export DESIGN_NAME = top
export DESIGN_NICKNAME = top
export VERILOG_FILES = /design/flow/design.v
export SDC_FILE = /design/flow/constraint.sdc
export NUM_CORES = 4
export LEC_CHECK = 1
export CORE_UTILIZATION = 40
```

## flow/constraint.sdc

```tcl
current_design top

set clk_period 3.2
set clk_io_pct 0.2

create_clock -name clk0 -period $clk_period [get_ports {clk_100}]

set non_clock_inputs [all_inputs -no_clocks]
set_input_delay [expr $clk_period * $clk_io_pct] -clock clk0 $non_clock_inputs
set_output_delay [expr $clk_period * $clk_io_pct] -clock clk0 [all_outputs]
```

## flow/design.v

```verilog
module button_handler(
    input button_0,
    input button_1,
    input clk_100,
    input s_rst,
    input a_rst,
    output logic next_count_o,
    output logic start_send_o
  );
logic next_count;
logic start_send;
always_ff @(posedge clk_100 or posedge a_rst)
    if (a_rst) begin
        next_count_o <= 0;
        start_send_o <= 0;
    end
    else if (s_rst) begin
        next_count_o <= 0;
        start_send_o <= 0;
    end
    else begin
        next_count_o <= next_count;
        start_send_o <= start_send;
    end
sync_fd sync_fd_button_0(
    .clk_i(clk_100),
    .data_i(button_0),
    .data_sync_o(),
    .data_sync_pe_o(next_count),
    .data_sync_ne_o()
    );
sync_fd sync_fd_button_1(
    .clk_i(clk_100),
    .data_i(button_1),
    .data_sync_o(),
    .data_sync_pe_o(start_send),
    .data_sync_ne_o()
    );
endmodule
package config_pkg;
    parameter P_DATA_WIDTH = 16,
              P_CLK_DIV    = 4,
              P_CS_POLAR   = 0;
endpackage
import config_pkg::*;
module clk_divider(
    input clk_100,
    input s_rst,
    input a_rst,
    input        sck_ready,
    output logic sck_out
    );
logic [$clog2(P_CLK_DIV)-1:0] clk_cnt;
always_ff @(posedge clk_100 or posedge a_rst)
    if (a_rst) begin
        sck_out <=  0;
        clk_cnt <= '0;
    end
    else if (s_rst) begin
        sck_out <=  0;
        clk_cnt <= '0;
    end
    else begin
        if (!sck_ready) begin
            if (clk_cnt == P_CLK_DIV/2 - 1) begin
                sck_out <= !sck_out;
                clk_cnt <= '0;
            end
            else begin
                clk_cnt <= clk_cnt + 1;
            end
        end
        else begin
            sck_out <= 0;
        end
    end
endmodule
package config_pkg;
    parameter P_DATA_WIDTH = 16,
              P_CLK_DIV    = 4,
              P_CS_POLAR   = 0;
endpackage
import config_pkg::*;
module data_former(
    input clk_100,
    input s_rst,
    input a_rst,
    input next_count,
    input start_send,
    input        ready,
    output logic valid,
    output logic [P_DATA_WIDTH-1:0] data
    );
logic [P_DATA_WIDTH-1:0] data_cnt;
always_ff @(posedge clk_100 or posedge a_rst)
    if (a_rst) begin
        data_cnt <= '0;
        data     <= '0;
    end
    else if (s_rst) begin
        data_cnt <= '0;
        data     <= '0;
    end
    else begin
        if      (next_count)     data_cnt <= data_cnt + 1;
        else if (valid && ready) data     <= data_cnt;
    end
always_ff @(posedge clk_100 or posedge a_rst)
    if      (a_rst) valid = 0;
    else if (s_rst) valid = 0;
    else            valid = (start_send) ? 1 : 0;
endmodule
module sync_fd(
    input clk_i,
    input data_i,
    output logic data_sync_o,
    output logic data_sync_pe_o,
    output logic data_sync_ne_o
    );
reg [2:0] data_reg;
always @(posedge clk_i) begin
    data_reg[0] <= data_i;
    data_reg[1] <= data_reg[0];
    data_reg[2] <= data_reg[1];
end
assign data_sync_o    =  data_reg[2]; 
assign data_sync_ne_o =  data_reg[2] & ~data_reg[1];
assign data_sync_pe_o = ~data_reg[2] &  data_reg[1];
endmodule
package config_pkg;
    parameter P_DATA_WIDTH = 16,
              P_CLK_DIV    = 4,
              P_CS_POLAR   = 0;
endpackage
import config_pkg::*;
module top(
    input button_0,
    input button_1,
    input clk_100,
    input s_rst,
    input a_rst,
    output logic SCK_HP,
    output logic SCK_LP,
    output logic SCK_HN,
    output logic SCK_LN,
    output logic CS,
    output logic MOSI
  );
  logic next_count_wire;
  logic start_send_wire;
  logic ready_wire;
  logic valid_wire;
  logic sck_wire;
  logic [P_DATA_WIDTH-1:0] data_wire;
  button_handler handler(
    .clk_100(clk_100),
    .s_rst(s_rst),
    .a_rst(a_rst),
    .button_0(button_0),
    .button_1(button_1),
    .next_count_o(next_count_wire),
    .start_send_o(start_send_wire)
    );
  data_former former(
    .clk_100(clk_100),
    .s_rst(s_rst),
    .a_rst(a_rst),
    .next_count(next_count_wire),
    .start_send(start_send_wire),
    .ready(ready_wire),
    .valid(valid_wire),
    .data(data_wire)
    );
  clk_divider clk_divider(
    .clk_100(clk_100),
    .s_rst(s_rst),
    .a_rst(a_rst),
    .sck_ready(ready_wire),
    .sck_out(sck_wire)
    );
  transmitter transmitter(
    .clk_100(clk_100),
    .s_rst(s_rst),
    .a_rst(a_rst),
    .sck_in(sck_wire),
    .ready(ready_wire),
    .valid(valid_wire),
    .data_in(data_wire),
    .SCK_HP(SCK_HP),
    .SCK_LP(SCK_LP),
    .SCK_HN(SCK_HN),
    .SCK_LN(SCK_LN),
    .CS(CS),
    .MOSI(MOSI)
    );
endmodule
package config_pkg;
    parameter P_DATA_WIDTH = 16,
              P_CLK_DIV    = 4,
              P_CS_POLAR   = 0;
endpackage
import config_pkg::*;
module transmitter(
    input clk_100,
    input s_rst,
    input a_rst,
    input                    sck_in,
    input                    valid,
    input [P_DATA_WIDTH-1:0] data_in,
    output logic             ready,
    output logic SCK_HP,
    output logic SCK_LP,
    output logic SCK_HN,
    output logic SCK_LN,
    output logic CS,
    output logic MOSI
    );
logic [$clog2(P_DATA_WIDTH):0] bit_cnt;
logic [P_DATA_WIDTH-1:0]       shift_reg;
logic                          sck_in_d;
typedef enum logic [1:0] {
    IDLE, DATA_START, DATA_ASSIGN, SHIFT
} statetype;
statetype state, next_state;
always @(posedge clk_100 or posedge a_rst)
    if      (a_rst) state <= IDLE;
    else if (s_rst) state <= IDLE;
    else            state <= next_state;
always_comb
    case(state)
        IDLE        : if (ready && valid) next_state <= DATA_START;
                      else                next_state <= IDLE;
        DATA_START  :                     next_state <= DATA_ASSIGN;
        DATA_ASSIGN :                     next_state <= SHIFT;
        SHIFT       : if (ready)          next_state <= IDLE;
                      else                next_state <= SHIFT;
    endcase
always_ff @(posedge clk_100 or posedge a_rst)
    if      (a_rst) sck_in_d <= 0;
    else if (s_rst) sck_in_d <= 0;
    else            sck_in_d <= sck_in;
assign sck_en = sck_in & ~sck_in_d;
always_ff @(posedge clk_100 or posedge a_rst)
    if (a_rst) begin
        ready     <=  1;
        shift_reg <= '0;
        bit_cnt   <= '0;
        MOSI      <= 'z;
        CS        <=  1;  
    end
    else if (s_rst) begin
        ready     <=  1;
        shift_reg <= '0;
        bit_cnt   <= '0;
        MOSI      <= 'z;
        CS        <=  1;  
    end
    else begin
        case(state)
            DATA_ASSIGN : begin
                shift_reg <= data_in;
                ready     <= 0;
            end
            SHIFT : begin
                if (sck_en) begin
                    if (bit_cnt < P_DATA_WIDTH) begin
                        CS         <= 0;      
                        shift_reg  <= {shift_reg[P_DATA_WIDTH-2:0], 1'b0};
                        MOSI       <= shift_reg[P_DATA_WIDTH-1];
                        bit_cnt    <= bit_cnt + 1;
                    end
                    else begin
                        MOSI    <= 'z;
                        bit_cnt <= '0;
                        ready   <=  1;
                        CS      <=  1;       
                    end
                end
            end
        endcase
    end
always_ff @(posedge clk_100 or posedge a_rst)
    if (a_rst) begin
        SCK_LP = 0;    
        SCK_HN = 1;    
    end
    else if (s_rst) begin
        SCK_LP <=  sck_in;
        SCK_HN <= !sck_in;
    end
    else begin
        SCK_LP <=  sck_in;
        SCK_HN <= !sck_in;
    end
always_ff @(negedge clk_100 or posedge a_rst)
    if (a_rst) begin
        SCK_HP = 0;    
        SCK_LN = 1;    
    end
    else if (s_rst) begin
        SCK_HP <= !sck_in;
        SCK_LN <=  sck_in;
    end
    else begin
        SCK_HP <= !sck_in;
        SCK_LN <=  sck_in;
    end
endmodule
```

==> metrics.log <==
[report] extracting results
[metrics] result of the run: finished with violations
[metrics] failing checks: negative setup slack
[metrics] Hold Fails Final Rpt: 0
[metrics] placer congestion estimate: 0.765
[metrics] RSZ-0062 raised after global routing: true
[metrics] critical path data required time: 2.56 ns
[metrics] Design Power: 1820 uW
[metrics] total core area: 7730 sq um
[metrics] Die Size: 8370 sq um
[metrics] Final Skew: 0.0459 ns
[metrics] setup tns final: -0.000282 ns
[metrics] standby leakage power: 0.00154 uW
[metrics] Top delay family on crit path: flip-flops
[metrics] Rows: 32
[metrics] Critical Path, Cell by Cell: buf_2
[metrics] part of the Yosys area used for sequential elements: 0.594
[metrics] GRT Resource Usage Total: 0.140
[metrics] Post-CTS Hold Fix Bufs: 0
[metrics] FF/Latch Area: 1900 sq um
[metrics] library cell occupying the most area in the post-synthesis netlist: sky130_fd_sc_hd__dfrtp_1
[metrics] worst-skew pair later-pin latency: 0.38 ns
[metrics] HPWL after detailed placement: 3290 um
[metrics] number of OpenROAD warnings: 28
[metrics] wire length of the first global-routing pass: 9220 um
[metrics] delay contributed by the slowest stage of the critical path: 0.50 ns
[metrics] reg2reg setup slack: 0.91 ns
[metrics] via count of the first global-routing pass: 1884
[metrics] number of cells on the worst reg-to-reg path: 1
[metrics] post-route DRC violation count: 0
[metrics] Async SR Flop Fraction: 0.922
[metrics] relative slew slack: 0.517
[metrics] I/O pin total: 11
[metrics] Area growth, synth to finish: 12.2%
[metrics] cell with the biggest individual delay on the critical path: sky130_fd_sc_hd__dfstp_2
[metrics] logic area: 1180 sq um
[metrics] Reg2Reg Launch Point: clk_divider.sck_out$_DFFE_PP0P_
[metrics] endpoint of the lowest-slack register-to-register path: transmitter.SCK_HP$_DFF_NP0_
[metrics] number of vias in the routed layout: 2001
[metrics] number of buffers created by CTS: 9
[metrics] number of antenna violations at the first check in global routing: 0
[metrics] Final Slew Violations: 0
[metrics] cell area power density: 508 nW/um^2
[metrics] start point of the critical path: transmitter.SCK_LN$_DFF_NP1_
[metrics] number of maximum-capacitance violations: 0
[metrics] number of distinct standard cells referenced by the synthesized netlist: 44
[metrics] Iteration-0 DRC Markers: 109
[metrics] category of the critical setup timing path: reg2out
[metrics] total of buffers placed on input and output ports: 10
[metrics] Placement Cell Area: 3400 sq um
[metrics] mean instance size in the synthesized netlist: 11.6 sq um
[metrics] ant diodes: 0
[metrics] floorplan utilization: 0.415
[metrics] H-tree depth: 3
[metrics] worst IR drop on VDD: 0.277 mV
[metrics] area of the mapped netlist: 3200 sq um
[metrics] type of origin of the critical path: flip-flop
[metrics] GRT overflow: 0
[metrics] Yosys reg bits: 77
[metrics] total length of routed wires: 5160 um
[metrics] peak fanout along the critical path: 1
[metrics] remaining number of nets flagged by the antenna check after routing: 0
[metrics] synth top area cells: sky130_fd_sc_hd__dfrtp_1 (51%), sky130_fd_sc_hd__mux2i_1 (5.0%), sky130_fd_sc_hd__a22o_1 (4.6%)
[metrics] number of iterations in the first detailed-routing pass: 4
[metrics] number of setup violations in the final report: 1
[metrics] area share, top type: 0.508
[metrics] share of final-layout standard cells stronger than drive strength 1: 0.137
[metrics] final design area excluding fillers: 3590 sq um
[metrics] die boundary height: 91.5 um
[metrics] warning count from the yosys run: 9
[metrics] synthesized chip area reported by yosys: 3200 sq um
[metrics] slew at the pin with the worst max-slew slack: 0.724 ns
[metrics] detail-routed net length per standard cell: 13.1 um
[metrics] clock sink count: 77
[metrics] cells in synth_stat.txt: 277
[metrics] Levels on crit path: 1
[metrics] arrival time at the worst endpoint: 2.56 ns
[metrics] CP endpoint: SCK_LN
[metrics] Setup crit end kind: primary output
[metrics] floorplan die width: 91.5 um
[metrics] Post-synth EDFFs: 0
[metrics] minimum setup slack in the final design: -0.000282 ns
[metrics] average vias per placed instance: 5.07
[metrics] CTS tree: done
[metrics] worst hold margin: 0.332 ns
[metrics] count of filler cells inserted in the layout: 681
[metrics] pin count of the biggest net entering global routing: 59
[metrics] CTS clk-pin slew, worst paths: 0.08 ns
[metrics] Worst Path Buf+Inv: 1
[metrics] cells after synthesis: 277
[metrics] Clock Tree Root: sky130_fd_sc_hd__clkbuf_8
[metrics] Post-synth top flop: sky130_fd_sc_hd__dfrtp_1
[metrics] class of the tightest hold or removal check: reg2reg
[metrics] CTS Buffer Depth: 2
## worst min-delay path by stage
stage | depth (start not counted) | slack [ns] | endpoint | start
CTS | 0 | 0.34 | handler.sync_fd_button_1.data_reg[1]$_DFF_P_ | handler.sync_fd_button_1.data_reg[0]$_DFF_P_
global route | 0 | 0.34 | handler.sync_fd_button_1.data_reg[1]$_DFF_P_ | handler.sync_fd_button_1.data_reg[0]$_DFF_P_
finish | 0 | 0.33 | handler.sync_fd_button_1.data_reg[1]$_DFF_P_ | handler.sync_fd_button_1.data_reg[0]$_DFF_P_
## Yosys cell counts (all sizes together), types with 3 or more instances
| cell | count |
|---|---|
| a21oi | 5 |
| mux2 | 3 |
| nor4 | 3 |
| xnor2 | 8 |
| o31ai | 15 |
| nor2 | 23 |
| mux2i | 16 |
| nor2b | 7 |
| nand4 | 5 |
| nor3b | 3 |
| xor2 | 6 |
| dfstp | 5 |
| o21ai | 8 |
| dfrtp | 65 |
| nor3 | 5 |
| nand2 | 27 |
| inv | 10 |
| a22o | 17 |
| dfxtp | 6 |
| nand3 | 6 |
| buf | 16 |
## cell usage in the layout, fill, tap and decap left out, types with 7 or more instances in the layout
master / count
sky130_fd_sc_hd__a22o_1: 17
sky130_fd_sc_hd__buf_4: 7
sky130_fd_sc_hd__clkbuf_8: 10
sky130_fd_sc_hd__clkdlybuf4s50_1: 7
sky130_fd_sc_hd__dfrtp_1: 65
sky130_fd_sc_hd__inv_1: 9
sky130_fd_sc_hd__mux2i_1: 16
sky130_fd_sc_hd__nand2_1: 26
sky130_fd_sc_hd__nor2_1: 23
sky130_fd_sc_hd__nor2b_1: 7
sky130_fd_sc_hd__o21ai_0: 7
sky130_fd_sc_hd__o31ai_1: 15
sky130_fd_sc_hd__xnor2_1: 8
## cell families (layout without fill, tap and decap cells)
kind of cell    Yosys count  in the layout  share of synthesized area
mux                      19             19                     0.0605
xor+xnor                 14             14                     0.0383
fa+ha+maj                 2              2                    0.00781
buf+inv                  27             43                     0.0406
compound gates           50             50                      0.117
flops                    77             77                      0.594
simple gates             88             88                      0.142
## routing by layer
layer / up-vias / part of all wire / wire length, um / track usage
li1: 997 / - / - / -
met1: 981 / 0.54 / 2760 / 0.251
met2: 16 / 0.43 / 2210 / 0.185
met3: 7 / 0.023 / 117 / 0.0272
met4: 0 / 0.014 / 70 / 0.0212
met5: - / 0 / 0 / 0
## layout make-up
cell class / count / share of cell area
Clock buffer: 11 / 0.0393
Clock inverter: 6 / 0.0174
Inverter: 9 / 0.0104
Multi-Input combinational cell: 173 / 0.329
Sequential cell: 77 / 0.529
Tap cell: 102 / 0.0355
Timing Repair Buffer: 17 / 0.0393
## power by group
group / switching, uW / internal [uW] / leakage (uW) / total [uW]
registers: 16.1 / 993 / 0.00102 / 1010
clock network: 346 / 385 / 0.000101 / 731
logic: 55.2 / 29.3 / 0.000423 / 84.4
## stage by stage
step,util,cells,setup slack [ns]
after floorplan,-,277,0.268
after global placement,0.440,379,0.0185
after detailed placement,0.440,379,0.0214
after CTS,0.465,395,-0.0196
after global routing,0.465,395,-0.0465
final,0.465,395,-0.000282
## what timing repair did
item,CTS,global route
resized,4,0
buffers inserted,0,0
setup endpoints to repair,2,1
Power figures rest on the tool's default switching activity, not on a simulated workload.
